`flow/run.sh`:
```
#!/bin/bash
# OpenROAD 26Q1-2900-gdf79404cd8, Yosys 0.63+post, stock flow scripts
make -C /OpenROAD-flow-scripts/flow DESIGN_CONFIG=/design/flow/config.mk WORK_HOME=/design/flow/orfs finish
```
`flow/config.mk`:
```
export PLATFORM = sky130hd
export DESIGN_NAME = uart_top
export DESIGN_NICKNAME = uart_top
export VERILOG_FILES = /design/flow/design.v
export SDC_FILE = /design/flow/constraint.sdc
export NUM_CORES = 4
export LEC_CHECK = 1
export CORE_AREA = 10 10 113 113
export DIE_AREA = 0 0 123 123
```
`flow/constraint.sdc`:
```
current_design uart_top

set clk_period 2.8
set clk_io_pct 0.2

create_clock -name clk0 -period $clk_period [get_ports {clk}]

set non_clock_inputs [all_inputs -no_clocks]
set_input_delay [expr $clk_period * $clk_io_pct] -clock clk0 $non_clock_inputs
set_output_delay [expr $clk_period * $clk_io_pct] -clock clk0 [all_outputs]
```
`flow/design.v`:
```
module baud_rate_generator(
  input wire clk,
  input wire write_enable,
  output wire rx_clk_en,
  output wire tx_clk_en
);
  parameter RX_ACC_MAX = (50000000)/(115200*16);
  parameter TX_ACC_MAX = (50000000)/115200;
  parameter tx_bits = $clog2(TX_ACC_MAX);
  parameter rx_bits = $clog2(RX_ACC_MAX);
  reg [rx_bits-1:0] rx_count = 0;
  reg [tx_bits-1:0] tx_count = 0;
  always @(posedge clk) begin
     if (write_enable) begin
        rx_count <= 0;
        tx_count <= 0;
     end else begin
        if (rx_count == RX_ACC_MAX[rx_bits-1:0])
          rx_count <= 0;
        else
          rx_count <= rx_count + 1;
        if (tx_count == TX_ACC_MAX[tx_bits-1:0])
          tx_count <= 0;
        else
          tx_count <= tx_count + 1;
     end
  end
  assign rx_clk_en = (rx_count == 0);
  assign tx_clk_en = (tx_count == 0);
endmodule
module uart_receiver(
    input wire clk,
    input wire rx,
    input wire rx_clk_en,
    input tx_over,
    output reg [7:0] data_out,
    output reg rdy_clr
);
    parameter START = 2'b00;
    parameter DATA = 2'b01;
    parameter STOP = 2'b10;
    reg [2:0] state = START;
    reg [3:0] bitpos = 0;
    reg [3:0] samples = 0;
    reg [7:0] data;
    initial begin
        data_out = 8'b0;  
    end
    always @(posedge clk) begin
        case(state)
            START: begin
                rdy_clr <= 0;
                if(tx_over) begin
                   if (rx == 0 && rx_clk_en) begin 
                      samples <= samples + 1;
                      if (samples == 7) begin
                        state <= DATA;       
                        samples <= 0;        
                        bitpos <= 0;         
                      end
                   end
                end
            end
            DATA: begin
                if (rx_clk_en) begin
                    samples <= samples + 1;
                    if (samples == 15) begin
                        data[bitpos] <= rx;   
                        bitpos <= bitpos + 1;      
                        samples <= 0;             
                        if (bitpos == 8) begin
                           state <= STOP;
                           bitpos<=0;  
                           data_out<=data;          
                      end
                    end
                end
            end
            STOP: begin
                if(rx_clk_en) begin
                   samples <= samples + 1;
                   if (samples == 15 ) begin
                       if (rx == 1) begin 
                          rdy_clr <= 0;        
                       end
                   end
                   if(!tx_over) begin
                       state <= START;
                       data_out<=0;
                       bitpos<=0;
                       samples<=0;
                   end
                end
                end
            default: begin
                state <= START;           
                rdy_clr <= 0;             
                data_out <= 8'b0;         
            end
        endcase
    end
endmodule
module uart_top(
   input wire clk,
   input wire [7:0] din,
   input write_enable,
   output wire tx,
   output wire tx_busy,
   output wire [7:0] data_out  
   );
   wire tx_clk_en,rx_clk_en,rdy_clr,tx_over;
   baud_rate_generator uart_baud(
      .clk(clk),
      .tx_clk_en(tx_clk_en),
      .rx_clk_en(rx_clk_en)
      );
   uart_transmitter uart_transmit(
      .clk(clk),
      .data_in(din),
      .write_enable(write_enable),
      .tx_clk_en(tx_clk_en),
      .tx(tx),
      .tx_busy(tx_busy)
      );
   uart_receiver uart_receive(
      .clk(clk),
      .rx(tx),
      .rx_clk_en(rx_clk_en),
      .data_out(data_out),
      .rdy_clr(rdy_clr),
      .tx_over(tx_busy)
      );
   endmodule 
module uart_transmitter(
   input wire clk,
   input wire write_enable,
   input wire [7:0] data_in,
   input wire tx_clk_en,
   output reg tx,
   output wire tx_busy
   );
   parameter START=2'b00;
   parameter DATA=2'b01;
   parameter STOP=2'b10;
   parameter NEXT=2'b11;
   reg [7:0] data;
   reg [2:0] state=START;
   reg [2:0] bitpos=0;
   always @(posedge clk) begin
      case(state) 
         START:begin
              if(tx_clk_en) begin 
                 if(write_enable) begin
                    state<=DATA;
                    data<=data_in;
                    bitpos<=0;
                    tx<=0;
                 end
              end
              end
         DATA:begin
              if(tx_clk_en) begin
                 if(bitpos==7)
                    state<=STOP;
                 else
                    bitpos<=bitpos+1;
                 tx<=data[bitpos];
              end
              end
         STOP:begin
                 if(tx_clk_en) begin
                    tx<=1;
                    state<=NEXT;
                 end
                 end
         NEXT:begin
                 if(tx_clk_en) begin
                    tx<=0;
                    state<=START;
                 end
                 end
         default:state<=START;
      endcase
   end   
   assign tx_busy=(state!=START);
   endmodule  
```
==> notes.md <==
## Outcome
• completed — status

## Final timing
• 0 ps — Fin Setup TNS
• 2310 ps — post-layout min period
• false — setup repair after global routing missed its margin
• 0 — number of hold-slack violations in the final timing report
• 8.68 ps — Layout Skew
• 0 — fin. max-slew vios
• 588 ps — actual transition at the worst max-transition pin
• 0.433 GHz — highest clock rate
• 575 ps — worst hold slack across all endpoints
• 0 — Final setup violation count
• 82.4% — share of the clock period used by the worst path
• 60.7% — Relative slew margins

## Pwr
• 0.911 nW — static power due to leakage
• 0.318 mV — maximum ir drop on the vdd rail
• 1090 nW/um^2 — cell area power density

## CTS
• 0 — Resized Gates After CTS
• 2 — Max Root-Sink Buffers
• 80 ps — register clock-pin slew on the reported worst setup and hold paths
• sky130_fd_sc_hd__clkbuf_8 — root cell of the clock tree
• 290 ps — clock latency on the worst-skew pair
• 0 — CTS hold repair buffers
• done — CTS tree
• 2 — CTS HTree Levels
• 5 — total CTS buffers
• 40 — number of sinks driven by the clock tree
• 0 — setup bufs post-CTS

## Synth
• sky130_fd_sc_hd__edfxtp_1 — dominant register cell in the synthesized netlist
• 2080 um^2 — post-synth design cell area
• sky130_fd_sc_hd__edfxtp_1 — cell taking the most area after synthesis
• 2080 um^2 — Yosys Chip Area
• 40 — count of library flops with an enable pin
• 4 — Synthesis Warnings
• 166 — ys cells
• 0% — async set-or-reset flop fraction in the synthesized netlist
• 57.9% — Seq share, synth
• 12.5 um^2 — average instance area after synthesis
• sky130_fd_sc_hd__edfxtp_1 58%, sky130_fd_sc_hd__ha_1 11%, sky130_fd_sc_hd__and2_1 3.3% — most area-consuming cells after synthesis
• 40 — Synth flops
• 57.9% — area share of the largest cell type after synthesis
• 33 — count of distinct cell types in the synthesized netlist
• 166 — Post-Synthesis Cells

## Hold path
• uart_receive.data[1] — worst hold endpoint
• flop to flop — Hold WC Path Type
• uart_receive.data[1] — Min-Delay Startpoint
• 1 — hold path depth

## Detailed routing
• 3.76 — detail-routed via count per cell
• 4 — number of optimization iterations in the first detailed-route pass
• 1,236 — vias after detailed routing
• 29 — DRC marker count from the first detailed-route iteration
• 0 — DRC violations left
• 3310 um — aggregate routed wire length
• 0 — ANT nets after route
• 0 — antenna diode instance count
• 10.1 um — detailed-route wire length per cell

## Critical path
• flop — CP Capture Type
• flop to flop — class of the most critical setup path
• uart_receive.data[4] — reg2reg end
• 6 — worst reg2reg path depth
• 2840 ps — CP required
• uart_receive.bitpos[0] — reg-to-reg critical path startpoint
• 12 — peak fanout along the critical path
• 2350 ps — arrival time of the worst setup path
• flop — startpoint class of the critical path
• 490 ps — R2R Setup Slk

## GRT
• 6.29% — met2 track demand over resource
• 0 — number of antenna violations at the first check in global routing
• 4.51% — GRT Resource Usage Total
• 1,214 — via count of the first global-routing pass
• 6.38% — met1 demand-to-capacity share in global routing
• 15 — largest net degree at the start of global routing
• 2.22% — met3 Use GR
• 5620 um — first-pass GRT wire length
• 0 — overflow left after global routing
• met1 — busiest metal layer after global routing

## Place
• 321 — number of cells after detailed placement
• 0.867 — final weighted congestion of routability-driven global placement
• 2440 um^2 — post-placement cell area
• 2520 um — Detailed Place HPWL
• 19 — count of port buffers added during placement

## Cells and area
• 329 — count of non-filler cells in the finished layout
• 9.33% — layout cells sized above 1
• 2530 um^2 — finished layout cell area
• 24.5% — Final Util
• 21.8% — Area growth syn-to-layout

## Die
• 15,100 um^2 — overall chip area
• 37 — num rows
• 10,300 um^2 — Placeable Area
• 20 — top-level I/O count
• 123 um — Die Y-Extent
• 123 um — overall die width
• 20.1% — Starting Density

## Run
• 0 — max-cap violation count
• 37 — count of tool warnings

==> metal layers <==
metal,part of all wire [%],vias up
met3,9.5,2
li1,-,652
met1,49,551
met5,0,-
met4,0.63,0
met2,40,31
==> cells in the final DEF (no fill, tap or decap), types with 2 or more instances in the layout <==
cell | synthesis | routed
sky130_fd_sc_hd__a211oi_1 | 3 | 3
sky130_fd_sc_hd__a21oi_1 | 8 | 8
sky130_fd_sc_hd__and2_1 | 11 | 11
sky130_fd_sc_hd__and3_1 | 2 | 2
sky130_fd_sc_hd__buf_4 | 0 | 2
sky130_fd_sc_hd__clkbuf_8 | 0 | 5
sky130_fd_sc_hd__clkdlybuf4s50_1 | 0 | 19
sky130_fd_sc_hd__clkinvlp_4 | 0 | 2
sky130_fd_sc_hd__edfxtp_1 | 40 | 40
sky130_fd_sc_hd__ha_1 | 18 | 18
sky130_fd_sc_hd__inv_1 | 13 | 13
sky130_fd_sc_hd__mux2i_1 | 3 | 3
sky130_fd_sc_hd__nand2_1 | 10 | 10
sky130_fd_sc_hd__nand2b_1 | 2 | 2
sky130_fd_sc_hd__nand3_1 | 6 | 6
sky130_fd_sc_hd__nand3b_1 | 2 | 2
sky130_fd_sc_hd__nor2_1 | 14 | 14
sky130_fd_sc_hd__nor2b_1 | 3 | 3
sky130_fd_sc_hd__nor3_1 | 4 | 4
sky130_fd_sc_hd__o21ai_0 | 2 | 2
sky130_fd_sc_hd__o2bb2ai_1 | 6 | 6
sky130_fd_sc_hd__or2_2 | 3 | 3
sky130_fd_sc_hd__xnor2_1 | 2 | 2
==> area by class of cell <==
class	count	area, um^2
multi-input cells	111	811
fillers	1059	7790
clock inverters	3	23.8
well taps	136	170
flip-flops and latches	40	1200
inverters	13	48.8
repair buffers	21	205
clock buffers	5	68.8
==> synthesized netlist by cell type (all sizes together), types with 2 or more instances <==
cell	instances
nand3b	2
o2bb2ai	6
nor2b	3
nor3	5
xnor2	2
inv	13
nand2b	2
mux2i	3
nand2	10
and2	11
and3	2
edfxtp	40
a21oi	8
mux2	2
o21ai	3
ha	18
a211oi	3
or2	3
nor2	14
nand3	6
==> logic make-up (layout without fill, tap and decap cells) <==
kind of cell	count (synthesis)	in the layout	share of synthesized area, %
XOR/XNOR	2	2	0.844
buffers and inverters	15	42	3.07
AND/OR/NAND/NOR	60	60	14.9
flip-flops	40	40	57.9
adder cells (fa/ha/maj)	18	18	10.9
multiplexers	6	6	3.80
AND-OR/OR-AND	25	25	8.68
==> stage by stage <==
stage	worst slack, ps	power (mW)
global route	384	2.99
finish	492	2.75
detailed placement	506	2.39
global placement	537	2.38
floorplan	713	1.98
CTS	501	2.79
==> flip-flops by register name, indices dropped and copies added, names as in the netlist <==
name / count
uart_receive.bitpos: 4
uart_receive.data: 8
uart_receive.data_out: 8
uart_receive.samples: 4
uart_receive.state: 2
uart_transmit.bitpos: 3
uart_transmit.data: 8
uart_transmit.state: 2
uart_transmit.tx: 1
==> worst max path at each step <==
stage / from / endpoint / slack [ps] / cells after the start
4_1_cts: uart_receive.bitpos[0] / uart_receive.data[4] / 500 / 6
5_1_grt: uart_receive.bitpos[0] / uart_receive.data[4] / 380 / 6
6_report: uart_receive.bitpos[0] / uart_receive.data[4] / 490 / 6
==> critical path, cell delays in order, from the launching register on <==
cell	delay [ps]
sky130_fd_sc_hd__edfxtp_1	590
sky130_fd_sc_hd__inv_1	140
sky130_fd_sc_hd__ha_1	270
sky130_fd_sc_hd__or2_2	300
sky130_fd_sc_hd__o31a_1	300
sky130_fd_sc_hd__nor3_2	150
sky130_fd_sc_hd__mux2_4	310
==> power breakdown <==
part | internal [mW] | switching (mW) | leakage [nW]
sequential | 1.02 | 0.188 | 0.386
clock | 0.176 | 0.204 | 0.0404
combinational | 0.550 | 0.617 | 0.485
total | 1.74 | 1.01 | 0.911
Power is estimated from default activity; no workload was simulated.
